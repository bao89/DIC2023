**./constraint.sdc**
```tcl
current_design AFIFO

set clk_period 6.2
set clk_io_pct 0.2

create_clock -name clk0 -period $clk_period [get_ports {rclk}]
create_clock -name clk1 -period $clk_period [get_ports {wclk}]

set non_clock_inputs [all_inputs -no_clocks]
set_input_delay [expr $clk_period * $clk_io_pct] -clock clk0 $non_clock_inputs
set_output_delay [expr $clk_period * $clk_io_pct] -clock clk0 [all_outputs]
```
**./run.sh**
```bash
#!/bin/bash
# OpenROAD 26Q1-2900-gdf79404cd8, Yosys 0.63+post, stock flow scripts
make -C /OpenROAD-flow-scripts/flow DESIGN_CONFIG=/design/flow/config.mk WORK_HOME=/design/flow/orfs finish
```
**./config.mk**
```make
export PLATFORM = sky130hd
export DESIGN_NAME = AFIFO
export DESIGN_NICKNAME = AFIFO
export VERILOG_FILES = /design/flow/design.v
export SDC_FILE = /design/flow/constraint.sdc
export NUM_CORES = 4
export LEC_CHECK = 1
export CORE_UTILIZATION = 50
```
**./design.v**
```verilog
module sync_r2w #(parameter ASIZE = 4)(
	rptr,
	wclk,
	rst_n,
	wq2_rptr
); 
input wclk, rst_n;
input [ASIZE:0] rptr;
output reg [ASIZE:0] wq2_rptr;
reg [ASIZE:0] wq1_rptr;
always @(posedge wclk or negedge rst_n)begin
	if(!rst_n)
		{wq2_rptr,wq1_rptr} <= 0;
	else 
		{wq2_rptr,wq1_rptr} <= {wq1_rptr,rptr};
end
endmodule
module sync_w2r #(parameter ASIZE = 4)(
	wptr,
	rclk,
	rst_n,
	rq2_wptr
); 
input rclk, rst_n;
input [ASIZE:0] wptr;
output reg [ASIZE:0] rq2_wptr;
reg [ASIZE:0] rq1_wptr;
always @(posedge rclk or negedge rst_n)begin
	if(!rst_n)
		{rq2_wptr,rq1_wptr} <= 0;
	else 
		{rq2_wptr,rq1_wptr} <= {rq1_wptr,wptr};
end
endmodule
module fifomem #(parameter DSIZE = 21,
				 parameter ASIZE = 4)(
	wclk,
	wclken,
	wfull,
	wdata,
	waddr,
	raddr,
	rdata
); 
input	wclk, wclken, wfull;
input [DSIZE-1:0] wdata;
input [ASIZE-1:0] waddr, raddr;
output [DSIZE-1:0] rdata;
localparam DEPTH = 1<<ASIZE;
reg [DSIZE-1:0] mem [DEPTH-1:0];
assign rdata = mem[raddr];
always @(posedge wclk)
	if(wclken && !wfull) mem[waddr] <= wdata;
endmodule
module rptr_empty #(parameter ASIZE = 4)(
	rq2_wptr,
	rclk,
	rst_n,
	rinc,
	rptr,
	raddr,
	rempty
); 
input [ASIZE:0] rq2_wptr;
input rclk, rinc, rst_n;
output reg [ASIZE:0] rptr;
output [ASIZE-1:0] raddr;
output reg rempty;
reg [ASIZE:0] rbin;
wire [ASIZE:0] rgraynext, rbinnext;
always @(posedge rclk or negedge rst_n)begin
	if(!rst_n)
		{rbin, rptr} <= 0;
	else 
		{rbin, rptr} <= {rbinnext, rgraynext};
end
assign raddr = rbin[ASIZE-1:0];
assign rbinnext = rbin + (rinc & ~rempty);
assign rgraynext = (rbinnext>>1) ^ rbinnext;
wire rempty_val;
assign rempty_val = (rgraynext == rq2_wptr);
always @(posedge rclk or negedge rst_n)begin
	if(!rst_n)
		rempty <= 1'b1;
	else 
		rempty <= rempty_val;
end
endmodule
module wptr_full #(parameter ASIZE = 4)(
	wq2_rptr,
	wclk,
	rst_n,
	winc,
	wptr,
	waddr,
	wfull
); 
input [ASIZE:0] wq2_rptr;
input wclk, winc, rst_n;
output reg [ASIZE:0] wptr;
output [ASIZE-1:0] waddr;
output reg wfull;
reg [ASIZE:0] wbin;
wire [ASIZE:0] wgraynext, wbinnext;
always @(posedge wclk or negedge rst_n)begin
	if(!rst_n)
		{wbin, wptr} <= 0;
	else 
		{wbin, wptr} <= {wbinnext, wgraynext};
end
assign waddr = wbin[ASIZE-1:0];
assign wbinnext = wbin + (winc & ~wfull);
assign wgraynext = (wbinnext>>1) ^ wbinnext;  
wire wfull_val;
assign wfull_val = (wgraynext=={~wq2_rptr[ASIZE:ASIZE-1],wq2_rptr[ASIZE-2:0]});
always @(posedge wclk or negedge rst_n)begin
	if(!rst_n)
		wfull <= 1'b0;
	else 
		wfull <= wfull_val;
end
endmodule 
module AFIFO #(parameter DSIZE = 21,
			   parameter ASIZE = 4)(
	rst_n,
    rclk,
    rinc,
    wclk,
    winc,
	wdata,
    rempty,
	rdata,
    wfull
); 
input 				rst_n, rclk, rinc, wclk, winc;
input [DSIZE-1:0] 	wdata;
output 				rempty, wfull;
output [DSIZE-1:0] 	rdata;
wire [ASIZE-1:0] 	waddr, raddr;
wire [ASIZE:0] 		wptr, rptr, wq2_rptr, rq2_wptr;
sync_r2w sync_r2w_m0 (.wq2_rptr(wq2_rptr), .rptr(rptr), .wclk(wclk), .rst_n(rst_n));
sync_w2r sync_w2r_m0 (.rq2_wptr(rq2_wptr), .wptr(wptr), .rclk(rclk), .rst_n(rst_n));
fifomem #(DSIZE, ASIZE) fifomem_m0 (.rdata(rdata), .wdata(wdata), .waddr(waddr), .raddr(raddr), .wclken(winc), .wfull(wfull), .wclk(wclk));
rptr_empty #(ASIZE) rptr_empty_m0 (.rempty(rempty), .raddr(raddr), .rptr(rptr), .rq2_wptr(rq2_wptr), .rinc(rinc), .rclk(rclk), .rst_n(rst_n));
wptr_full #(ASIZE) wptr_full_m0 (.wfull(wfull), .waddr(waddr), .wptr(wptr), .wq2_rptr(wq2_rptr), .winc(winc), .wclk(wclk), .rst_n(rst_n));
endmodule
```
==> flow_metrics.tcl <==
# implementation run metrics
set metrics [dict create \
    async_flop_share 0.106 \
    ys_top_cells_by_area "edfxtp_1, mux4_2, dfrtp_1, a22oi_1, xnor2_1" \
    rsz0062_at_grt "false" \
    startpoint "rptr_empty_m0.rbin[1]$_DFF_PN0_" \
    grt_pass1_vias 7309 \
    required_ps 4960 \
    die_h_um 170 \
    ir_worst_vdd_mv 0.275 \
    cts.sinks 376 \
    core_sq_mm 0.0279 \
    slowest_stage "dfrtp_4" \
    post_cts_buffers 0 \
    dp.cells 1054 \
    cts_resized 0 \
    route.antenna.remaining_nets 0 \
    critPathLaunchType "flop" \
    drv_cap 0 \
    most_common_cell "edfxtp_1" \
    die_x_um 170 \
    holdBufCountCts 0 \
    regToRegSetupSlack_ps 3520 \
    finalSetupViolCount 0 \
    layout-drive-gt1-share 0.259 \
    ys.warnings.count 5 \
    num_io_pins 49 \
    netlist.area_leader.share 0.712 \
    synth_flops 376 \
    tns_ps 0 \
    finClkSkew_ps 11.4 \
    pwr_density_cell_mw_per_mm2 480 \
    grt_pass1_wl_um 42700 \
    endpoint_kind "output port" \
    cts_tree "done" \
    worstHoldStart "rptr_empty_m0.rptr[0]$_DFF_PN0_" \
    ys_area_sq_mm 0.0142 \
    crit_type "flop to output port" \
    dr.pass1.iters 4 \
    max-slew-margin-rel 0.400 \
    place.gp.congestion 0.764 \
    yosys.stat.seqShare 0.783 \
    p_total_w 0.00792 \
    slowest_delay_ps 820 \
    post_drt_wl_per_cell_um 24.9 \
    port_buffers 47 \
    edf_count 336 \
    crit_fanout 48 \
    ys_cells 635 \
    yosys-top-cells-count "edfxtp_1, mux4_2, a22oi_1" \
    yosysTopAreaCell "edfxtp_1" \
    track_usage 0.230 \
    hp-class "flop to flop" \
    drt-total-wl_um 28000 \
    drc 0 \
    timing.hold.ws_ps 92.1 \
    outcome "finished clean" \
    antenna_found_initial 1 \
    dp_hpwl_um 14600 \
    vias 6517 \
    chip_area_sq_mm 0.0290 \
    synth_area_sq_mm 0.0142 \
    placed_area_sq_mm 0.0152 \
    clkSlewWorstSetupHoldPaths_ps 60 \
    grt.overflow.total 0 \
    final_cells 1127 \
    drv_slew 0 \
    finish.instance_area_sq_mm 0.0165 \
    crit_chain "buf_4 > mux4_2 > a22oi_1 > nand2_1 > clkdlybuf4s50_1" \
    crit_arrival_ps 3030 \
    finalHoldViolCount 0 \
    syn_avg_cell_area_sq_um 22.3 \
    leakagePower_nw 5.38 \
    netlist_instances 635 \
    grt_max_degree 62 \
    warnings 26 \
    yosysUniqueCellTypes 31 \
    synth-main-ff-cell "edfxtp_1" \
    rows 61 \
    area_growth_syn_to_layout_pct 16.4 \
    reg2reg_from "rptr_empty_m0.rbin[0]$_DFF_PN0_" \
    worst_pin_slew_ps 899 \
    fp_util 0.508 \
    viasPerCell 5.78 \
    drt_iter0_drc 444 \
]
cell usage in the layout (no fill, tap or decap), drive strengths merged:
cell / n
nand3: 6
a21boi: 1
mux4: 84
diode: 1
ha: 4
and3b: 1
nand2: 27
xor2: 14
buf: 25
nor2: 14
nand2b: 2
dfrtp: 39
dfstp: 1
a22oi: 42
edfxtp: 336
o2bb2ai: 1
nand3b: 2
o211ai: 1
nor2b: 5
and2: 1
nor3: 4
xnor3: 1
clkinv: 17
or3b: 1
inv: 1
bufinv: 2
or3: 2
xnor2: 13
clkdlybuf4s50: 46
clkbuf: 52
a2111oi: 2
a211oi: 1
routing by layer:
metal | GRT usage | routed length, um | vias to the layer above
li1 | - | - | 2806
met1 | 0.324 | 9910 | 3249
met2 | 0.334 | 13400 | 400
met3 | 0.147 | 3890 | 62
met4 | 0.0517 | 813 | 0
met5 | 0 | 0 | -
flip-flops by register name, indices dropped and copies added, names as in the netlist:
signal	cells
sync_w2r_m0.rq2_wptr	5
rptr_empty_m0.rbin	4
wptr_full_m0.wptr	5
rptr_empty_m0.rptr	5
sync_r2w_m0.wq1_rptr	5
rptr_empty_m0.rempty	1
wptr_full_m0.wfull	1
sync_r2w_m0.wq2_rptr	5
fifomem_m0.mem	336
sync_w2r_m0.rq1_wptr	5
wptr_full_m0.wbin	4
critical path, delay by kind of cell (launching register included):
family          cells  cell delay [ps]
flops               1              820
simple gates        1              130
compound gates      1              270
buf+inv             2             1120
mux                 1              410
power by group:
group          switching (W)  internal [W]  leakage (nW)
Combinational        0.00106       0.00115          1.24
Clock               0.000907       0.00138         0.635
Sequential          0.000260       0.00316          3.51
layout make-up:
cell class,instances,area [sq um]
clock inverters,20,144
multi-input cells,229,2970
clock buffers,52,1140
flip-flops and latches,376,11100
fillers,1937,11400
well taps,378,473
repair buffers,71,658
diodes,1,2.50
final timing paths:
check                      cells past startpoint                           endpoint
max in group clk1                              5     fifomem_m0.mem[2][9]$_DFFE_PP_
hold reg to reg                                0  sync_r2w_m0.wq1_rptr[0]$_DFF_PN0_
min in group clk0                              0  sync_w2r_m0.rq2_wptr[2]$_DFF_PN0_
hold / removal                                 0  sync_r2w_m0.wq1_rptr[0]$_DFF_PN0_
max in group asynchronous                      2    rptr_empty_m0.rbin[0]$_DFF_PN0_
min in group asynchronous                      2  sync_r2w_m0.wq1_rptr[3]$_DFF_PN0_
setup / recovery                               5                          rdata[14]
setup reg to reg                               6     rptr_empty_m0.rempty$_DFF_PN1_
cell families after synthesis:
| family | count (synthesis) | share of synthesized area |
|---|---|---|
| muxes | 84 | 0.134 |
| and+or+nand+nor | 65 | 0.0211 |
| buffers and inverters | 30 | 0.0113 |
| adders and majority gates | 4 | 0.00353 |
| AOI/OAI and AO/OA | 48 | 0.0274 |
| DFF | 376 | 0.783 |
| xor gates and xnor gates | 28 | 0.0199 |
metrics by stage:
stage	worst slack, ps	utilization
after global placement	2220	0.546
final	1930	0.592
after detailed placement	2180	0.546
after CTS	1900	0.592
after floorplan	2310	-
after global routing	1770	0.592
Power and IR drop assume default switching activity.
